<file path="config.mk">
export PLATFORM = sky130hd
export DESIGN_NAME = RP2A03_ALU
export DESIGN_NICKNAME = RP2A03_ALU
export VERILOG_FILES = /design/flow/design.v
export SDC_FILE = /design/flow/constraint.sdc
export NUM_CORES = 4
export LEC_CHECK = 1
export CORE_AREA = 10 10 81 81
export DIE_AREA = 0 0 91 91
</file>
<file path="constraint.sdc">
current_design RP2A03_ALU

set clk_period 7.6
set clk_io_pct 0.2

create_clock -name clk0 -period $clk_period

set non_clock_inputs [all_inputs -no_clocks]
set_input_delay [expr $clk_period * $clk_io_pct] -clock clk0 $non_clock_inputs
set_output_delay [expr $clk_period * $clk_io_pct] -clock clk0 [all_outputs]
</file>
<file path="design.v">
module RP2A03_ALU 
    (
        input logic [7:0] A,                     
        input logic [7:0] B,                     
        input logic CARRY_IN,                    
        input logic SUMS, ANDS, EORS, ORS, SRS,  
        output logic [7:0] OUT,                  
        output logic CARRY, OVERFLOW             
    );
    always_comb begin
        CARRY = 1'b0;
        OVERFLOW = 1'b0;
        OUT = 8'h00;
        if(SUMS == 1'b1) begin
            {CARRY,OUT} = A + B + CARRY_IN;
            OVERFLOW = ((A[7] && B[7] && !OUT[7]) || (!A[7] && !B[7] && OUT[7]));
        end
        else if(ANDS == 1'b1) begin
            OUT = A & B;
        end
        else if(EORS == 1'b1) begin
            OUT = A ^ B;
        end
        else if(ORS == 1'b1) begin
            OUT = A | B;
        end
        else if(SRS == 1'b1) begin
            {OUT,CARRY} = {A,0} >> 1;
        end
    end
endmodule
</file>
<file path="run.sh">
#!/bin/bash
# OpenROAD 26Q1-2900-gdf79404cd8, Yosys 0.63+post, stock flow scripts
make -C /OpenROAD-flow-scripts/flow DESIGN_CONFIG=/design/flow/config.mk WORK_HOME=/design/flow/orfs finish
</file>
==> run summary <==
flow finished, numbers: vias in the first global route=between 700 and 800, post-synthesis instance total=about 120, yosys cell count=115, Worst Min Path Start=CARRY_IN, initial antenna violation count=0, WL met3=126 um, final hold vios=0, sequential power share=0%, Avg Cell Area, Syn=~6.9 um^2, max-slew violation count=0, power share of the combinational group=around 100%, top cell family by delay on the critical path=buffers and inverters, die width=a little over 90 um, Remaining DRCs=0, Final Cycle Share=about 74%, Final setup viols=0, Fmax achieved=about 180 MHz, crit path DAT=about 4 ns, final core utilization=between 20% and 30%, Netlist cell types=31, Die Y=approximately 91 um, WP data required=roughly 6.1 ns, DR WL met2=1000 um, status=completed, Filler cells=between 500 and 600, Critical Path End Type=output pin, final weighted congestion in routability-driven placement=between 0.7 and 0.8, logic area=706 um^2, Synth Seq Share=0%, Starting DRT DRC Count=32, critical-path cell list=clkdlybuf4s50_1 > inv_1 > fa_1 > inv_1 > fa_1 > a211oi_1 > o21bai_1 > a21oi_1 > xor2_1 > mux2i_1 > clkdlybuf4s50_1, Vias=a little over 800, cell area after synthesis=791 um^2, Clk pwr share=0%, FP Util=about 16%, synth cell count leaders=inv_1, ha_1, nand2_1, o21ai_1, mux2i_1, final hold slack=slightly above 4 ns, switching share of power=a little over two fifths, Ys Warns=1, Post-CTS Setup Inserts=0, DR pass1 iterations=2, maximum number of pins on one net before global-route repair=19, Placed Area=~0.0012 mm^2, sum of negative setup slack=0 ns, fin worst setup slack=1.96 ns, dpl ws=slightly below 2 ns, drt total wl=2210 um, Cell Pwr Density=around 64 mW/mm^2, die area=0.00828 mm^2, final-layout clock buffer total=0, VDD IR-drop max=approximately 0.000015 V, Crit. Startpoint=A[0], Detail Route Antenna Nets=0, Crit path largest cell delay=about 0.5 ns, final instance area=0.00117 mm^2, Total Power=0.0748 mW, Max FO, Critical Path=3, RSZ-0062 raised after global routing=no, GRT Overall Usage=about 5.2%, WS Path Type=input pin to output pin, Slew headroom=55.2%, tool warnings=between 40 and 50, Max stage delay cell, worst path=clkdlybuf4s50_1, HP Class=input pin to output pin, Top cell area share=between 20% and 30%, startpoint types=input pin, area leader, netlist=ha_1, WL met1=about 1100 um, dpl hpwl=roughly 1900 um, Leakage=between 0.5 and 0.6 nW, WL/cell=between 10 and 15 um, Tightest Pin Transition=around 0.67 ns, first-pass GRT wire length=roughly 3700 um, Via density=3.94, fraction of layout cells with a size suffix above 1=around 3.5%, Hold Buf Count CTS=0, crit path time final=about 5.6 ns, MaxCap Viol Count=0, count leader, synth=inv_1, post-CTS sizing=0, top cells by area=ha_1, mux2i_1, inv_1, placed cell count=about 210, cell internal pwr=0.0432 mW, IO Pins=32, input/output buffers=31, Flop Count=0, core footprint=0.00482 mm^2, Sw Pwr=~0.032 mW, Non-Filler Instances=about 210, register area=0 um^2, synthesis area per yosys=a little under 800 um^2, CP bufs+invs=4, # rows=25, gr ovfl total=0, ANT cells=0, Layout area overhead=47.6%, Highest Signal Layer=met3
[path summary, 6_finish.rpt]
kind / slack [ns] / to / cells after the start
min: 4.11 / OUT[0] / 5
max: 1.96 / OUT[6] / 11
[kinds of logic (layout without fill, tap and decap cells)]
group | after synthesis | after routing | share of synthesized area (%)
simple gates | 30 | 30 | 18.5
fa+ha+maj | 18 | 18 | 30.4
xor+xnor | 3 | 3 | 3.32
compound gates | 33 | 33 | 25.5
mux | 9 | 9 | 11.6
buf+inv | 22 | 49 | 10.8
[cell usage in the layout, fill, tap and decap left out, types with 2 or more instances in the layout]
master / netlist / layout
clkdlybuf4s50_1: 0 / 31
inv_1: 18 / 18
ha_1: 16 / 16
nand2_1: 11 / 11
o21ai_1: 9 / 9
mux2i_1: 8 / 8
nor2_1: 7 / 7
a21oi_1: 6 / 6
o21ai_0: 5 / 5
nand2b_1: 4 / 4
a211oi_1: 3 / 3
xor2_1: 2 / 2
o21ai_2: 2 / 2
o22ai_1: 2 / 2
nand3_1: 2 / 2
fa_1: 2 / 2
[metal layers]
| metal | vias up | GRT usage (%) |
|---|---|---|
| met3 | 0 | 1.16 |
| met5 | - | 0 |
| met1 | 361 | 7.09 |
| met4 | 0 | 0 |
| met2 | 15 | 8.83 |
| li1 | 447 | - |
[area by class of cell]
type               instances  area share (%)
repair buffers            31            26.6
inverters                 18            5.79
multi-input cells         93            60.5
well taps                 67            7.18
[power groups by stage]
stage | clock network [mW] | logic [mW] | registers, mW
4_1_cts | 0 | 0.0767 | 0
5_1_grt | 0 | 0.0857 | 0
6_report | 0 | 0.0748 | 0
No activity file was given, so power comes from the tool's default toggle rates.
