--- flow/design.v ---
module Special_Bus
(
    input logic X_SB,
    input logic [7:0] X_Index_Register_Out,
    input logic Y_SB,
    input logic [7:0] Y_Index_Register_Out,
    input logic S_SB,
    input logic [7:0] Stack_Pointer_Register_Out,
    input logic AC_SB,
    input logic [7:0] Accumulator_Out,
    input logic ADD_SB_0_6,
    input logic ADD_SB_7,
    input logic [7:0] Adder_Hold_Register_Out,
    output logic [7:0] SB
);
    always_comb begin
        if(X_SB == 1'b1) begin
            SB = X_Index_Register_Out;
        end else if(Y_SB == 1'b1) begin
            SB = Y_Index_Register_Out;
        end else if(S_SB == 1'b1) begin
            SB = Stack_Pointer_Register_Out;
        end else if(AC_SB == 1'b1) begin
            SB = Accumulator_Out;
        end else if(ADD_SB_0_6 == 1'b1) begin  
            SB = {1'b0,Adder_Hold_Register_Out[6:0]};
        end else if(ADD_SB_7 == 1'b1) begin   
            SB = {Adder_Hold_Register_Out[7],7'b0000000};
        end else begin
            SB = 8'b00000000;
        end
    end
endmodule
--- flow/run.sh ---
#!/bin/bash
# OpenROAD 26Q1-2900-gdf79404cd8, Yosys 0.63+post, stock flow scripts
make -C /OpenROAD-flow-scripts/flow DESIGN_CONFIG=/design/flow/config.mk WORK_HOME=/design/flow/orfs finish
--- flow/config.mk ---
export PLATFORM = sky130hd
export DESIGN_NAME = Special_Bus
export DESIGN_NICKNAME = Special_Bus
export VERILOG_FILES = /design/flow/design.v
export SDC_FILE = /design/flow/constraint.sdc
export NUM_CORES = 4
export LEC_CHECK = 1
export CORE_AREA = 10 10 70 70
export DIE_AREA = 0 0 80 80
--- flow/constraint.sdc ---
current_design Special_Bus

set clk_period 1.6
set clk_io_pct 0.2

create_clock -name clk0 -period $clk_period

set non_clock_inputs [all_inputs -no_clocks]
set_input_delay [expr $clk_period * $clk_io_pct] -clock clk0 $non_clock_inputs
set_output_delay [expr $clk_period * $clk_io_pct] -clock clk0 [all_outputs]
==> flow_metrics.tcl <==
# collected from the flow reports
set metrics [dict create \
    p_sw_w 0.0000760 \
    power.switching_fraction 0.321 \
    firstDrtPassIters 3 \
    top_logic_kind "simple AND/OR/NAND/NOR gates" \
    grt_max_degree 11 \
    final_hold_viol_count 0 \
    grt_util_overall 0.0693 \
    timing.critical_path.buf_inv 2 \
    final_common_cell "sky130_fd_sc_hd__clkdlybuf4s50_1" \
    floorplan_core_density 0.0923 \
    grt.overflow.total 0 \
    synth.cellmix.adderShare 0 \
    antenna_found_initial 0 \
    startpoint_class_of_the_critical_path "input pin" \
    yosys-stat-cells 49 \
    netlist_instances 49 \
    synth.cell_area_um2 315 \
    multi_input_comb_area_um2 358 \
    ys_sh_xor 0 \
    critical_path.max_fanout 6 \
    initialDrtViolationCount 15 \
    floorplan.rows 21 \
    critical_path_required_ps 1280 \
    critical_path.endpoint_type "output pin" \
    vias 636 \
    irDropWorstVdd_uv 75.4 \
    yosysChipArea_um2 315 \
    vias_in_the_first_global_route 676 \
    flop_area_um2 0 \
    critical-path-max-stage-delay_ps 390 \
    internal_pwr_total_w 0.000161 \
    residual_antenna_violating_net_count_after_detailed_routing 0 \
    period_minus_slack_ps 1530 \
    yosys.area.top_type "sky130_fd_sc_hd__a41oi_1" \
    areaGrowthSynthToFinish_pct 222 \
    power_dens_cells_mw_per_mm2 234 \
    power.total_w 0.000237 \
    run_status "finished clean" \
    slew_headroom 0.851 \
    synthSimpleGateAreaFrac 0.508 \
    drt_drc_violations_left 0 \
    dieArea_mm2 0.00640 \
    synth_sequential_area_ratio 0 \
    final_core_utilization 0.297 \
    worst_hold_slack_ps 1110 \
    top_cell_family_by_delay_on_the_critical_path "simple AND/OR/NAND/NOR gates" \
    finalWirelength_mm 2.36 \
    io-pin-count 54 \
    place_ws_ps -665 \
    area_leaders "sky130_fd_sc_hd__a41oi_1, sky130_fd_sc_hd__nand3b_1, sky130_fd_sc_hd__nand2_1" \
    path_cells "clkdlybuf4s15_2, or3b_4, o21ai_1, a41oi_1, buf_2" \
    port_buffers 54 \
    placeableCoreArea_mm2 0.00342 \
    fp.dieW_um 80 \
    drv_cap 0 \
    p_comb_frac 1.000 \
    final_layout_size_suffix_gt1_frac 0.313 \
    die_h_um 80 \
    slew_violations 0 \
    seq_power_share 0 \
    min-delay-path-class "input pin to output pin" \
    cts_setup_buffers 0 \
    rsz0062_at_grt "no" \
    synthMuxAreaShare 0 \
    detailed_place_hpwl_mm 2.02 \
    final.setup.tns_ps 0 \
    critical_path.slowest_cell "sky130_fd_sc_hd__or3b_4" \
    antenna_cells 0 \
    warnings 32 \
    worst-setup-path-type "input pin to output pin" \
    top_cell_area_share 0.194 \
    setup_viol 0 \
    routabilityCongestion 0.820 \
    worst_pin_slew_ps 222 \
    compound_cell_area_share_of_the_yosys_netlist 0.429 \
    layout.clock_buffers 0 \
    p_leak_nw 0.395 \
    period_used_share 0.957 \
    synth.yosys.warnings 1 \
    postCtsHoldBufs 0 \
    final.fill_count 376 \
    route.detailed.wl_per_inst_um 14.9 \
    setup_slack_ps 68.0 \
    layout.cells.most_common_list "sky130_fd_sc_hd__clkdlybuf4s50_1, sky130_fd_sc_hd__nand2_1, sky130_fd_sc_hd__buf_2" \
    seq_cells 0 \
    syn_avg_cell_area_um2 6.43 \
    clock_power_share 0 \
    grt_first_pass_wirelength_mm 3.57 \
    yosys.cell_types.count 17 \
    fmaxAchievable_mhz 653 \
    cp.arrival_ps 1210 \
    via_cell_ratio 4.03 \
]
-- per-layer routing --
metal,track usage,part of all wire,vias to the layer above
met1,0.102,0.50,273
met4,0,0,0
li1,-,-,326
met5,0,0,-
met2,0.0947,0.37,37
met3,0.0318,0.12,0
-- cell usage after synthesis (all sizes together) --
master    n
or3b      1
nand2b    1
a21oi     1
o2bb2ai   1
a32oi     1
inv       1
o22ai     6
nor2      2
o41ai     1
nand2    14
nand3b    8
o21ai     1
buf       2
a41oi     7
nor3b     1
nor2b     1
-- kinds of logic (layout without fill, tap and decap cells) --
logic type             count (synthesis)  in the layout
and+or+nand+nor                       28             28
buffers and inverters                  3             66
AOI/OAI and AO/OA                     18             18
-- final timing paths --
check	startpoint	end	slack, ps	cells after the start
worst min-delay path	Accumulator_Out[7]	SB[7]	1110	4
worst max-delay path	Y_SB	SB[6]	70	5
-- through the flow --
step | instances | cell area, µm²
finish | 158 | 1010
global route | 158 | 1010
CTS | 159 | 981
detailed placement | 159 | 1000
global placement | 159 | 1000
floorplan | 49 | 315
-- layout make-up --
class	count	area share
Timing Repair Buffer	65	0.587
Inverter	1	0.00370
Tap cell	46	0.0567
Multi-Input combinational cell	46	0.353
-- power groups by stage --
stage                 clock, W  sequential, W  combinational (W)
after global routing         0              0           0.000258
final                        0              0           0.000237
after CTS                    0              0           0.000233
-- what timing repair did --
item                                   in CTS  in global routing
pin swaps                                   2                  4
endpoints found under the hold margin       0                  0
setup endpoints to repair                   8                  8
gates resized                              47                 12
Power is estimated from default activity; no workload was simulated.
