**flow/config.mk**
```make
export PLATFORM = sky130hd
export DESIGN_NAME = Data_Bus
export DESIGN_NICKNAME = Data_Bus
export VERILOG_FILES = /design/flow/design.v
export SDC_FILE = /design/flow/constraint.sdc
export NUM_CORES = 4
export LEC_CHECK = 1
export CORE_AREA = 10 10 70 70
export DIE_AREA = 0 0 80 80
```
**flow/constraint.sdc**
```tcl
current_design Data_Bus

set clk_period 2.1
set clk_io_pct 0.2

create_clock -name clk0 -period $clk_period

set non_clock_inputs [all_inputs -no_clocks]
set_input_delay [expr $clk_period * $clk_io_pct] -clock clk0 $non_clock_inputs
set_output_delay [expr $clk_period * $clk_io_pct] -clock clk0 [all_outputs]
```
**flow/design.v**
```verilog
module Data_Bus
(
    input logic P_DB,
    input logic [7:0] Processor_Status_Register_Out,
    input logic SB_DB,
    input logic [7:0] Special_Bus_Out,
    input logic PCH_DB,
    input logic [7:0] Program_Counter_High_Register_Out,
    input logic PCL_DB,
    input logic [7:0] Program_Counter_Low_Register_Out,
    input logic DL_DB,
    input logic [7:0] Input_Data_Latch_Out,
    input logic AC_DB,
    input logic [7:0] Accumulator_Out,
    output logic [7:0] DB
);
    always_comb begin
        if(P_DB == 1'b1) begin
            DB = Processor_Status_Register_Out;
        end else if(SB_DB == 1'b1) begin
            DB = Special_Bus_Out;
        end else if(PCH_DB == 1'b1) begin
            DB = Program_Counter_High_Register_Out;
        end else if(PCL_DB == 1'b1) begin
            DB = Processor_Status_Register_Out;
        end else if(DL_DB == 1'b1) begin
            DB = Input_Data_Latch_Out;
        end else if(AC_DB == 1'b1) begin
            DB = Accumulator_Out;
        end else begin
            DB = 8'b00000000;
        end
    end
endmodule
```
**flow/run.sh**
```bash
#!/bin/bash
# OpenROAD 26Q1-2900-gdf79404cd8, Yosys 0.63+post, stock flow scripts
make -C /OpenROAD-flow-scripts/flow DESIGN_CONFIG=/design/flow/config.mk WORK_HOME=/design/flow/orfs finish
```
==> flow_summary.yaml <==
# physical design summary
drt:
  wl_per_cell_um: 16.7
  vias: 740
  vias_per_cell: 4.54
  postRouteAntennaNets: 0
  drc: 0
  drtPass1Iterations: 4
  wl_um: 2720
  n_antenna_cell: 0
  first_iter_violations: 16
layout:
  n_fill_cell: 347
  clkbuf_count: 0
  fin_util_pct: 36.1
  syn_to_final_growth_pct: 179
  layout-drive-gt1-share_pct: 32.5
  regArea_um2: 0
  ff_count: 0
critical_path:
  worstPathCellList: "clkdlybuf4s50_1, nor2b_4, a221oi_4, o22ai_1, dlygate4sd2_1"
  crit_required_ps: 1680
  cp_max_fo: 1
  cp_slowest_stage_delay_ps: 400
  cpLargestDelayFamily: "buffers and inverters"
  end_kind: "output port"
  cp_slowest_cell: "clkdlybuf4s50_1"
  crit_arrival_ps: 1650
  crit_type: "in2out"
  start_kind: "primary input"
  path_buffers: 2
power:
  pwr_density_cell_nw_per_um2: 194
  p_leak_nw: 0.455
  vdd_ir_drop_max_uv: 83.9
timing:
  finalCritPeriodShare_pct: 98.5
  slew_violations: 0
  post-route-min-period_ps: 2070
  hold_viol: 0
  grt_setup_unrepaired: "false"
  setup_violations: 0
  worstMarginPinSlew_ps: 276
  fmaxAchievable_mhz: 484
  whs_ps: 1540
  tns_ps: 0
  slew_headroom_pct: 81.6
grt:
  grt_pass1_vias: 789
  antenna_found_initial: 0
  grt-ovfl-total: 0
  grt_pass1_wl_um: 3970
  grt_usage_pct: 7.64
  grt_max_degree: 17
synthesis:
  adder_share_pct: 0
  netlist_area_um2: 442
  ys_seq_share_pct: 0
  synth_chip_area_um2: 442
  xor_share_pct: 0
  synth_cell_types: 10
  ys_sh_mux_pct: 0
  synthTopLogicFamily: "AND-OR/OR-AND gates"
  synthCells: 52
  topCellsByArea: "a221oi_2 (27%), a221oi_1 (16%), o221ai_1 (16%), nor2b_1 (14%), o22ai_1 (11%)"
  top_area_cell: "a221oi_2"
  ys_cells: 52
  yosysWarnings: 1
  top_area_share_pct: 27.2
  synth-simple-area-share_pct: 19.5
  syn_avg_cell_area_um2: 8.49
  aoi_share_pct: 70.3
place:
  hpwl_um: 2270
  port_buffers: 54
  gp_congestion: 0.783
flow_run:
  openroad.warnings: 41
  max_cap_violations: 0
hold_path:
  hold_path.class: "in2out"
floorplanning:
  fp_util_pct: 12.9
  rows: 21
  die_area_um2: 6400
  die_w_um: 80
  die_h_um: 80
  ios: 62
  coreArea_um2: 3420
cts:
  cts_hold_buf: 0
run_status:
  outcome: "complete, no violations"
Yosys cell counts:
| library cell | number |
|---|---|
| buf_6 | 2 |
| o221ai_1 | 8 |
| buf_2 | 3 |
| nor2_2 | 1 |
| nor2b_1 | 10 |
| a221oi_2 | 8 |
| inv_1 | 2 |
| o22ai_1 | 8 |
| a221oi_1 | 8 |
| nor2b_2 | 2 |
timing repair:
| item | CTS | global route |
|---|---|---|
| endpoints found under the setup margin | 8 | 8 |
| setup buffers | 5 | 0 |
| resized | 25 | 13 |
| pin swaps | 9 | 5 |
kinds of logic after synthesis:
group,count (synthesis)
buffers and inverters,7
AND/OR/NAND/NOR,13
AND-OR/OR-AND,32
worst paths after layout:
path	start	end	slack, ps	cells past startpoint
min	SB_DB	DB[2]	1540	4
max	Accumulator_Out[5]	DB[5]	30	5
per-layer routing:
layer	GRT usage, %	vias up	share of wire, %
li1	-	370	-
met1	10.4	338	45
met2	12.0	32	44
met3	2.61	0	11
met4	0	0	0
met5	0	-	0
power by group:
group          switching (mW)  internal, mW
Clock                       0             0
Sequential                  0             0
Combinational          0.0889         0.151
placed cells by master, fill, tap and decap left out:
master,netlist,final
o221ai_1,8,8
dlymetal6s2s_1,0,1
a221oi_4,0,4
buf_6,2,4
inv_2,0,1
clkdlybuf4s15_1,0,1
nor2_2,1,1
a221oi_2,8,12
inv_1,2,1
buf_4,0,12
nor2b_4,0,3
clkbuf_2,0,1
dlygate4sd2_1,0,11
nor2b_1,10,9
clkdlybuf4s50_1,0,40
o22ai_1,8,8
final cells by class:
cell class | count | area [um2] | area share [%]
Multi-Input combinational cell | 45 | 509 | 41.3
Timing Repair Buffer | 70 | 659 | 53.4
Inverter | 2 | 7.51 | 0.609
Tap cell | 46 | 57.6 | 4.67
metrics by stage:
step	std cells	power (mW)	worst slack, ps	area (um2)
6_report	163	0.240	32.3	1230
5_1_grt	163	0.257	4.13	1230
4_1_cts	164	0.225	-15.3	1170
3_5_place_dp	159	0.218	-427	1090
3_3_place_gp	159	0.216	-412	1090
2_1_floorplan	52	0.0648	680	442
tightest hold or removal path: stages:
cell	delay, ps
clkdlybuf4s15_1	270
a221oi_2	90
o22ai_1	110
dlygate4sd2_1	230
Power is estimated from default activity; no workload was simulated.
